--- flow/config.mk ---
export PLATFORM = sky130hd
export DESIGN_NAME = led_1
export DESIGN_NICKNAME = led_1
export VERILOG_FILES = /design/flow/design.v
export SDC_FILE = /design/flow/constraint.sdc
export NUM_CORES = 4
export LEC_CHECK = 1
export CORE_AREA = 10 10 87 87
export DIE_AREA = 0 0 97 97
--- flow/constraint.sdc ---
current_design led_1

set clk_period 1.9
set clk_io_pct 0.2

create_clock -name clk0 -period $clk_period [get_ports {sck}]

set non_clock_inputs [all_inputs -no_clocks]
set_input_delay [expr $clk_period * $clk_io_pct] -clock clk0 $non_clock_inputs
set_output_delay [expr $clk_period * $clk_io_pct] -clock clk0 [all_outputs]
--- flow/design.v ---
module led_1(input logic clk, chip_select,  
						input logic sck, sdi, 
						output logic r1, g1, b1, 
						output logic r2, g2, b2, 
						output logic a, b, c, d,
						output logic lat, oe, led_clk);
	logic [15:0] led_data;
	logic [3:0] row;
	logic [5:0] column; 
	logic sclk;	
	led_matrix matrix(sclk, chip_select, led_data, r1, g1, b1, r2, g2, b2, row, column, a, b, c,d, lat, oe, led_clk);
	spi_slave_read spi(sck, chip_select, sdi, sclk, led_data);
endmodule
module led_matrix(input logic sclk, chip_select,
						input logic [15:0] led_data,  
						output logic r1, g1, b1, 
						output logic r2, g2, b2, 
						output logic [3:0] row,
						output logic [5:0] column,
						output logic a, b, c, d,
						output logic lat, oe, led_clk);
	logic [2:0] rgb1, rgb2; 	
	assign rgb1 = led_data[5:3];
	assign rgb2 = led_data[2:0];
	always_ff@(negedge sclk, posedge chip_select)
		if(chip_select)
			begin 
				column<= 34;
				row<=0;
			end		
		else if (column >= 34)
			begin 
				column <= 0;
			end
		else 
			begin
				column <= column + 1;
				if(column==33)
					row<= row+1; 
			end
	always_ff @(posedge sclk, posedge chip_select)
		if (chip_select)
			begin 
			{r1, g1, b1} <= 0; 
				{r2, g2, b2} <= 0; 
			end
		else if (column < 32)
			begin 
				{r1, g1, b1} <= rgb1; 
				{r2, g2, b2} <= rgb2; 
			end
	always_comb 
		begin
		oe= ~(column==33); 
		lat= (column==32);
		led_clk= sclk && column<32;
		end
	assign a = row[0];
	assign b = row[1];
	assign c = row[2];
	assign d = row[3];
endmodule 
module spi_slave_read(input  logic sck, chip_select, 
               input  logic sdi,
               output  logic done,
               output logic [15:0] led_data);
    logic [3:0] byte_count;
	 always_ff@(negedge sck, posedge chip_select)
		if (chip_select) byte_count = 4'b1111;
		else byte_count = byte_count + 4'b1;
    always_ff @(posedge sck) 
        led_data <= (byte_count == 0)? {15'bxxxxxxx, sdi} : {led_data[14:0], sdi};
    assign done = (byte_count == 4'd15);
endmodule
--- flow/run.sh ---
#!/bin/bash
# OpenROAD 26Q1-2900-gdf79404cd8, Yosys 0.63+post, stock flow scripts
make -C /OpenROAD-flow-scripts/flow DESIGN_CONFIG=/design/flow/config.mk WORK_HOME=/design/flow/orfs finish
==> deck_impl_summary.md <==
Synthesis and Place & Route Summary

Drt
  • N_diodes: 0
  • DR iter-0 viols: 10
  • DRC: 0
  • DR vias/cell: about 3.4
  • Drt first pass iters: 4
  • Total number of vias: just under 600
  • DR WL/cell: 9.977 um
  • Routed wire length: approximately 1700 um
  • Number of routed nets with antenna violations: 0

STA
  • RSZ-0062 raised after global routing: yes
  • Register pins left without a clock: 16
  • Hold Fails Final Rpt: 0
  • Hold_ws: 0.3467 ns
  • Slew Viols, Final: 0
  • Layout Skew: 0.003097 ns
  • Slew HR: 83.81%
  • Final Setup Violations: 1
  • Worst-Margin Slew: 0.2408 ns
  • Setup TNS: -0.6464 ns
  • Final worst slack: -0.6464 ns
  • Number of unconstrained endpoints: 28

Clock network
  • Clock latency (worst-skew pair): around 0.29 ns
  • CTS Buf Count: 3
  • Hold buffer count at CTS: 0
  • Clock Path Buffers: 2
  • H-tree levels: 1
  • CTS clk-pin slew, worst paths: roughly 0.05 ns
  • Clock tree root driver cell: clkbuf_8
  • CTS tree: yes

Pwr
  • Worst vdd ir: 0.3392 mV
  • Power per Cell Area: roughly 360 mW/mm^2
  • Total leakage power: 0.5680 nW

Global routing
  • First-pass GRT wire length: 2932 um
  • Total global routing overflow: 0
  • Vias in the first global route: roughly 630
  • Initial antenna violation count: 0
  • Total track usage: 3.584%
  • Largest net degree at the start of global routing: 17

Finish
  • Layout Area Growth over Synthesis: 36.64%
  • Core Util, Final: between 20% and 30%
  • Most frequent cells in the layout: clkdlybuf4s50_1 (14), inv_1 (9), dfrtp_1 (8), nor2_1 (7), buf_4 (7)
  • Layout cells sized above 1: around 28%
  • Fillers: approximately 560
  • Commonest Layout Cell: clkdlybuf4s50_1

Logic synthesis
  • Synth unique cells: 22
  • Yosys synthesis chip area: 997.2 um^2
  • YS warnings: 2
  • Cell count after synthesis: 74
  • Netlist Area Pre-Place: roughly 1000 um^2
  • Flops after synth: 26
  • Ys cells: about 74
  • Synthesized area per cell: around 13 um^2
  • Sequential-to-total area share from yosys stat: 62.99%

Worst setup path
  • Worst Setup End Kind: output pin
  • Worst setup SP type: register
  • Arrival time worst endpoint: 2.17 ns
  • CP max stage cell: dfstp_2
  • Bufs and invs on worst path: 1
  • Max FO, Critical Path: 2
  • Slowest stage delay, CP: 0.54 ns
  • Worst Path Required: around 1.5 ns
  • Crit path kind: register to output pin
  • Crit path max-delay family: flip-flops
  • Reg2reg setup slack: 0.88 ns
  • Crit path cell chain: ha_4 > nand3_4 > nor2_1 > buf_2

Die
  • Io pins: 17
  • Num rows: 27
  • Fp util: roughly 18%
  • Die Y: roughly 97 um
  • Core area: 0.005642 mm^2
  • Die ar.: about 0.0094 mm^2
  • Die Width: between 90 and 100 um

Flow run
  • Tool warning count: 35
  • Max-Cap Viols: 0

Outcome
  • Violated checks: negative setup slack
  • Outcome: finished, violations left

Placement
  • Buffers added on ports: 15
  • Gpl congestion: approximately 0.71
  • Detailed Place HPWL: ~1400 um

Min path
  • Hold WC Path Type: register to register
## worst reg2reg max path: cells and delay by family (launching register included)
kind                       cells  cell delay, ns
buffers and inverters          1            0.10
adders and majority gates      1            0.15
xor gates and xnor gates       1            0.15
DFF                            1            0.54
## power by group
part	switching [W]	total, W	leakage, nW	internal (W)
registers	0.00000269	0.000223	0.275	0.000220
logic	0.0000100	0.0000209	0.249	0.0000109
clock network	0.0000902	0.000248	0.0441	0.000158
## through the flow
step	total power, W	instance area, um^2	instances	setup slack (ns)
2_1_floorplan	0.0002532	1022	74	-0.2867
3_3_place_gp	0.0002632	1304	166	-0.7297
3_5_place_dp	0.0002645	1304	166	-0.7364
4_1_cts	0.0005047	1363	174	-0.6801
5_1_grt	0.0005289	1363	174	-0.7082
6_report	0.0004916	1363	174	-0.6464
## flip-flops by register name, summed over array words and instances, names as in the netlist
signal and cells:
matrix.b1 1, matrix.b2 1, matrix.column 6, matrix.g1 1, matrix.g2 1, matrix.r1 1, matrix.r2 1, matrix.row 4
spi.byte_count 4, spi.led_data 6
## cells by family after synthesis
family	Yosys count	synth area share, %
XOR/XNOR	8	7.027
flip-flops	26	62.99
multiplexers	7	7.904
adder cells (fa/ha/maj)	5	6.274
buffers and inverters	7	2.634
AND/OR/NAND/NOR	19	11.79
AND-OR/OR-AND	2	1.381
## metal layers
| layer | routed length, um | part of all wire, % | global-route usage, % |
|---|---|---|---|
| met5 | 0 | 0 | 0 |
| met4 | 0 | 0 | 0.5637 |
| met1 | 835 | 48 | 4.615 |
| met3 | 91 | 5.2 | 1.433 |
| met2 | 808 | 47 | 5.624 |
## final cells by class
class | count | area, um^2 | area share, %
flip-flops and latches | 26 | 628.1 | 46.10
clock inverters | 4 | 15.01 | 1.102
clock buffers | 4 | 45.04 | 3.306
repair buffers | 22 | 197.7 | 14.51
multi-input cells | 41 | 367.9 | 27.00
inverters | 5 | 18.77 | 1.377
well taps | 72 | 90.09 | 6.612
## cells in the mapped netlist, drive strengths merged
master | n | area share, %
nor3 | 1 | 1.0
nand3 | 4 | 2.0
xor2 | 5 | 4.4
nor3b | 1 | 0.75
xnor2 | 3 | 2.6
dfstp | 6 | 16
clkbuf | 1 | 0.38
ha | 5 | 6.3
nand2 | 1 | 0.38
o21a | 1 | 0.75
a31oi | 1 | 0.63
nor2 | 7 | 2.6
inv | 6 | 2.3
mux2 | 7 | 7.9
dfrtn | 6 | 15
dfxtp | 6 | 12
or4 | 2 | 1.9
dfrtp | 8 | 20
and3 | 1 | 0.63
nor4 | 2 | 2.5
## path summary, 6_finish.rpt
path	cells past startpoint	from	endpoint
worst max-delay path	4	spi.byte_count[1]$_DFF_NP1_	led_clk
worst min-delay path	0	spi.led_data[3]$_DFF_P_	spi.led_data[4]$_DFF_P_
worst max register to register	3	spi.byte_count[1]$_DFF_NP1_	spi.byte_count[2]$_DFF_NP1_
worst min register to register	0	spi.led_data[3]$_DFF_P_	spi.led_data[4]$_DFF_P_
max in group asynchronous	2	chip_select	spi.byte_count[3]$_DFF_NP1_
min in group asynchronous	2	chip_select	spi.byte_count[0]$_DFF_NP1_
## timing repair
action                                  4_1_cts  5_1_grt
setup buffers                                 1        0
resized                                       3        0
endpoints found under the setup margin        1        1
pin swaps                                     2        2
Power and IR drop assume default switching activity.
